[./config.mk]
export PLATFORM = sky130hd
export DESIGN_NAME = syn_gen
export DESIGN_NICKNAME = syn_gen
export VERILOG_FILES = /design/flow/design.v
export SDC_FILE = /design/flow/constraint.sdc
export NUM_CORES = 4
export LEC_CHECK = 1
export CORE_UTILIZATION = 40
[./constraint.sdc]
current_design syn_gen

set clk_period 6.1
set clk_io_pct 0.2

create_clock -name clk0 -period $clk_period [get_ports {I_pxl_clk}]

set non_clock_inputs [all_inputs -no_clocks]
set_input_delay [expr $clk_period * $clk_io_pct] -clock clk0 $non_clock_inputs
set_output_delay [expr $clk_period * $clk_io_pct] -clock clk0 [all_outputs]
[./design.v]
module syn_gen
(
    input              I_pxl_clk   , 
    input              I_rst_n     , 
    input      [15:0]  I_h_total   , 
    input      [15:0]  I_h_sync    , 
    input      [15:0]  I_h_bporch  , 
    input      [15:0]  I_h_res     , 
    input      [15:0]  I_v_total   , 
    input      [15:0]  I_v_sync    , 
    input      [15:0]  I_v_bporch  , 
    input      [15:0]  I_v_res     , 
    input      [15:0]  I_rd_hres   ,
    input      [15:0]  I_rd_vres   ,
    input              I_hs_pol    , 
    input              I_vs_pol    , 
    output reg         O_rden      ,
    output reg         O_de        ,   
    output reg         O_hs        ,
    output reg         O_vs         
);
reg  [15:0]   V_cnt     ;
reg  [15:0]   H_cnt     ;
wire          Pout_de_w    ;                          
wire          Pout_hs_w    ;
wire          Pout_vs_w    ;
reg           Pout_de_dn   ;                          
reg           Pout_hs_dn   ;
reg           Pout_vs_dn   ;
wire          Rden_w    ;
reg           Rden_dn   ; 
always@(posedge I_pxl_clk or negedge I_rst_n)
begin
	if(!I_rst_n)
		V_cnt <= 16'd0;
	else     
		begin
			if((V_cnt >= (I_v_total-1'b1)) && (H_cnt >= (I_h_total-1'b1)))
				V_cnt <= 16'd0;
			else if(H_cnt >= (I_h_total-1'b1))
				V_cnt <=  V_cnt + 1'b1;
			else
				V_cnt <= V_cnt;
		end
end
always @(posedge I_pxl_clk or negedge I_rst_n)
begin
	if(!I_rst_n)
		H_cnt <=  16'd0; 
	else if(H_cnt >= (I_h_total-1'b1))
		H_cnt <=  16'd0 ; 
	else 
		H_cnt <=  H_cnt + 1'b1 ;           
end
assign  Pout_de_w = ((H_cnt>=(I_h_sync+I_h_bporch))&(H_cnt<=(I_h_sync+I_h_bporch+I_h_res-1'b1)))&
                    ((V_cnt>=(I_v_sync+I_v_bporch))&(V_cnt<=(I_v_sync+I_v_bporch+I_v_res-1'b1))) ;
assign  Pout_hs_w =  ~((H_cnt>=16'd0) & (H_cnt<=(I_h_sync-1'b1))) ;
assign  Pout_vs_w =  ~((V_cnt>=16'd0) & (V_cnt<=(I_v_sync-1'b1))) ;  
assign  Rden_w    = ((H_cnt>=(I_h_sync+I_h_bporch))&(H_cnt<=(I_h_sync+I_h_bporch+I_rd_hres-1'b1)))&
                    ((V_cnt>=(I_v_sync+I_v_bporch))&(V_cnt<=(I_v_sync+I_v_bporch+I_rd_vres-1'b1))); 
always@(posedge I_pxl_clk or negedge I_rst_n)
begin
	if(!I_rst_n)
		begin
			Pout_de_dn  <= 1'b0;                          
			Pout_hs_dn  <= 1'b1;
			Pout_vs_dn  <= 1'b1; 
			Rden_dn     <= 1'b0; 
		end
	else 
		begin
			Pout_de_dn  <= Pout_de_w;                          
			Pout_hs_dn  <= Pout_hs_w;
			Pout_vs_dn  <= Pout_vs_w;
			Rden_dn     <= Rden_w   ; 
		end
end
always@(posedge I_pxl_clk or negedge I_rst_n)
begin
	if(!I_rst_n)
		begin 
			O_de  <= 1'b0;                       
			O_hs  <= 1'b1;
			O_vs  <= 1'b1;
			O_rden<= 1'b0; 
		end
	else 
		begin   
			O_de  <= Pout_de_dn;                      
			O_hs  <= I_hs_pol ? ~Pout_hs_dn : Pout_hs_dn ;
			O_vs  <= I_vs_pol ? ~Pout_vs_dn : Pout_vs_dn ;
			O_rden<= Rden_dn;
		end
end
endmodule       
[./run.sh]
#!/bin/bash
# OpenROAD 26Q1-2900-gdf79404cd8, Yosys 0.63+post, stock flow scripts
make -C /OpenROAD-flow-scripts/flow DESIGN_CONFIG=/design/flow/config.mk WORK_HOME=/design/flow/orfs finish
==> run summary <==
yosys + openroad results -> EDFF count, synth=0, boundary pin count=168, Dominant cell area share=a little under a third, post-synth cell types=67, Routed WL=31.79 mm, First-pass DRT Iterations=5, mean area per synthesized cell=7.892 um^2, ys flop type=dfrtp_1, max_cap viols=0, share of layout cells above drive strength 1=20.33%, first-pass GRT wire length=50.76 mm, die width=about 170 um, total CTS buffers=5, Die Span Y=170.2 um, Synth async-reset ratio=100.0%, Final Util=57.20%, vias in the first global route=between 10000 and 15000, most frequent cells in the layout=ha_1, buf_4, inv_1, clkdlybuf4s50_1, largest net degree at the start of global routing=41, initial antenna violation count=0, drt initial violations=441, slew at the pin with the worst max-slew slack=0.8269 ns, P_leak=7.798 nW, Final Total Pwr=4.304 mW, Peak supply drop=177.5 uV, Post-synth seq share=under 10%, M3 GR Usage=under 10%, CTS root buffer=clkbuf_16, H-tree levels=2, skew final=0.004502 ns, fp_density=~41%, CTS tree=done, Chip Area, Yosys=about 11000 um^2, OpenROAD warning count=25, # DRC=0, FP Rows=61, dpl hpwl=26.98 mm, Total GRT Usage=about 22%, # clock sinks=40, Via Count=11060, cell count in the Yosys report=1433, clk latency of the worst-skew pair=0.29 ns, Yosys top cell by area=ha_1, Setup Crit Path Kind=in2reg, die area=28950 um^2, Period Utilization, post-route=97.17%, Critical Path RT=6.30 ns, slew margin rel.=44.09%, Setup crit end kind=flip-flop, Layout area overhead=40.50%, final worst-path setup slack=roughly 0.17 ns, Max Freq=0.1687 GHz, aggregate global routing overflow=0, WL per Instance=14.59 um, setup violators final=0, Longest Clk Path Bufs=2, top cells, area=ha_1, xnor2_1, dfrtp_1, inv_1, xor2_1, hold_buf cts=0, Worst setup SP type=input pin, total core area=27780 um^2, warnings from Yosys=1, crit-path max FO=4, status=complete, no violations, Post-Synthesis Cells=1433, ant diodes=0, Hold WS=0.4216 ns, hold crit path type=reg2reg, pre-CTS setup slack=-0.6941 ns, power per cell area=270.9 nW/um^2, placed cells=about 2200, PortBufs=167, Max Slew Vio Count=0, Post-DRT Antenna Nets=0, Fin. Hold Viols=0, M2 GR Usage=37.03%, Top cell excl fill/tap=ha_1, GPL Wtd Cong=0.9082, Mapped Area=11310 um^2, most crowded layer after global routing=met2, fin crit period=~5.9 ns, CP Data Arrival Time=6.12 ns, Post-Layout Cell Count=2178, CTS clk-pin slew, worst paths=~0.060 ns, GR Util met1=32.62%, vias per inst=5.079, synthesized flop and latch total=around 40
registers in the layout, indices dropped and copies added, names as in the netlist:
| register | count |
|---|---|
| Pout_de_dn | 1 |
| O_de | 1 |
| Pout_vs_dn | 1 |
| Pout_hs_dn | 1 |
| H_cnt | 16 |
| O_hs | 1 |
| Rden_dn | 1 |
| V_cnt | 16 |
| O_rden | 1 |
| O_vs | 1 |
synthesized netlist by cell type (7+ instances only):
cell / instances
nor2_1: 98
o21ai_1: 10
a211oi_1: 7
nor2b_1: 19
or4_1: 9
o21bai_1: 7
nand4_1: 33
nand3_1: 37
and3_1: 25
nand2b_1: 33
ha_1: 282
xor2_1: 71
nor4_1: 9
or2_2: 25
a21oi_1: 82
o21a_1: 31
nand2_1: 67
o21ai_0: 42
o211ai_1: 7
dfrtp_1: 36
inv_1: 176
a21o_1: 49
nand3b_1: 8
xnor2_1: 107
a31oi_1: 18
or3_1: 13
nor3_1: 41
metal layers:
metal / share of wire, % / vias to the layer above
met2: 45 / 224
met4: 1.5 / 0
met5: 0 / -
met1: 49 / 4999
met3: 4.1 / 27
li1: - / 5813
cell families (layout without fill, tap and decap cells):
group | after synthesis | in the layout | synth area share, %
xor gates and xnor gates | 181 | 181 | 14.33
muxes | 1 | 1 | 0.09956
adders and majority gates | 292 | 292 | 32.64
DFF | 40 | 40 | 8.895
AOI/OAI and AO/OA | 300 | 300 | 17.73
and+or+nand+nor | 432 | 432 | 19.85
buffers and inverters | 187 | 554 | 6.461
power by group:
group	switching [mW]	leakage, nW	total (mW)	internal [mW]
registers	0.167	0.506	0.482	0.315
logic	1.66	7.21	3.52	1.87
clock network	0.108	0.0798	0.300	0.192
total	1.93	7.80	4.30	2.37
path summary, 6_finish.rpt:
kind | startpoint | slack (ns) | cells after the start | end
min in group asynchronous | I_rst_n | 0.99 | 2 | O_de
max reg2reg | H_cnt[9] | 2.89 | 11 | V_cnt[2]
min reg2reg | Pout_de_dn | 0.42 | 0 | O_de
max in group asynchronous | I_rst_n | 4.72 | 2 | O_vs
min | Pout_de_dn | 0.42 | 0 | O_de
max | I_v_sync[8] | 0.17 | 23 | Rden_dn
critical path: stages:
cell	delay (ns)
clkdlybuf4s50_1	0.43
ha_1	0.39
nand2_1	0.13
o22ai_1	0.11
a21o_2	0.22
or3_4	0.33
and2_4	0.18
or2_2	0.30
ha_4	0.23
and3_1	0.16
a21oi_1	0.11
o21ai_1	0.10
or4_1	0.53
a31o_2	0.27
a21oi_2	0.13
xnor2_1	0.10
ha_1	0.36
nand4_1	0.12
nor3_2	0.24
nand2_1	0.10
o221ai_2	0.07
o22ai_1	0.10
nor3_1	0.20
final cells by class:
| cell class | instances | area (um^2) |
|---|---|---|
| clock inverters | 3 | 42.54 |
| fillers | 2459 | 11890 |
| flip-flops and latches | 40 | 1006 |
| well taps | 378 | 473.0 |
| multi-input cells | 1206 | 10350 |
| repair buffers | 370 | 3236 |
| inverters | 176 | 660.6 |
| clock buffers | 5 | 125.1 |
per-stage QoR:
step                instance area [um^2]  TNS (ns)
finish                             15890         0
global route                       15890  -0.09242
CTS                                15140         0
detailed placement                 14760    -1.321
global placement                   14760    -1.191
floorplan                          11310         0
what timing repair did:
item / 4_1_cts / 5_1_grt
setup buffers: 7 / 12
gates resized: 38 / 117
endpoints found under the setup margin: 2 / 2
pin swaps: 25 / 78
gates cloned: 0 / 0
Power is estimated from default activity; no workload was simulated.
